==> design.v <==
parameter C_NCK_PER_CLK          = 1;
parameter C_TWR                  = 15000;
parameter C_CTRL_COMPLETE_INDEX = 0;
parameter C_CTRL_IS_WRITE_INDEX = 1;
parameter C_CTRL_PHYIF_RAS_N_INDEX = 2;
parameter C_CTRL_PHYIF_CAS_N_INDEX = 3;
parameter C_CTRL_PHYIF_WE_N_INDEX = 4;
parameter C_CTRL_RMW_INDEX = 6;
parameter C_CTRL_SKIP_0_INDEX = 7;
parameter C_CTRL_PHYIF_DQS_O_INDEX = 8;
parameter C_CTRL_SKIP_1_INDEX = 9;
parameter C_CTRL_DP_RDFIFO_PUSH_INDEX = 10;
parameter C_CTRL_SKIP_2_INDEX = 11;
parameter C_CTRL_AP_COL_CNT_LOAD_INDEX = 12;
parameter C_CTRL_AP_COL_CNT_ENABLE_INDEX = 13;
parameter C_CTRL_AP_PRECHARGE_ADDR10_INDEX = 14;
parameter C_CTRL_AP_ROW_COL_SEL_INDEX = 15;
parameter C_CTRL_PHYIF_FORCE_DM_INDEX = 16;
parameter C_CTRL_REPEAT4_INDEX = 17;
parameter C_B16_REPEAT_CNT = 0;
parameter C_B32_REPEAT_CNT = 0;
parameter C_B64_REPEAT_CNT = 2;
parameter C_ZQCS_REPEAT_CNT = 0;
parameter C_BASEADDR_CTRL0 = 9'h000;
parameter C_HIGHADDR_CTRL0 = 9'h00b;
parameter integer C_SKIP_1_VALUE = 9'h001;
parameter C_BASEADDR_CTRL1 = 9'h00c;
parameter C_HIGHADDR_CTRL1 = 9'h013;
parameter C_BASEADDR_CTRL2 = 9'h014;
parameter C_HIGHADDR_CTRL2 = 9'h01f;
parameter integer C_SKIP_2_VALUE = 9'h001;
parameter C_BASEADDR_CTRL3 = 9'h020;
parameter C_HIGHADDR_CTRL3 = 9'h027;
parameter C_BASEADDR_CTRL4 = 9'h028;
parameter C_HIGHADDR_CTRL4 = 9'h033;
parameter integer C_SKIP_3_VALUE = 9'h001;
parameter C_BASEADDR_CTRL5 = 9'h034;
parameter C_HIGHADDR_CTRL5 = 9'h03b;
parameter C_BASEADDR_CTRL6 = 9'h03c;
parameter C_HIGHADDR_CTRL6 = 9'h047;
parameter integer C_SKIP_4_VALUE = 9'h001;
parameter C_BASEADDR_CTRL7 = 9'h048;
parameter C_HIGHADDR_CTRL7 = 9'h04f;
parameter C_BASEADDR_CTRL8 = 9'h050;
parameter C_HIGHADDR_CTRL8 = 9'h05d;
parameter integer C_SKIP_5_VALUE = 9'h001;
parameter C_BASEADDR_CTRL9 = 9'h05e;
parameter C_HIGHADDR_CTRL9 = 9'h066;
parameter C_BASEADDR_CTRL10 = 9'h067;
parameter C_HIGHADDR_CTRL10 = 9'h078;
parameter integer C_SKIP_6_VALUE = 9'h001;
parameter C_BASEADDR_CTRL11 = 9'h079;
parameter C_HIGHADDR_CTRL11 = 9'h085;
parameter C_BASEADDR_CTRL12 = 9'h086;
parameter C_HIGHADDR_CTRL12 = 9'h097;
parameter integer C_SKIP_7_VALUE = 9'h001;
parameter C_BASEADDR_CTRL13 = 9'h098;
parameter C_HIGHADDR_CTRL13 = 9'h0a4;
parameter C_BASEADDR_CTRL14 = 9'h0a5;
parameter C_HIGHADDR_CTRL14 = 9'h0b5;
parameter C_BASEADDR_CTRL15 = 9'h0b6;
parameter C_HIGHADDR_CTRL15 = 9'h0b7;
parameter C_CTRL_BRAM_INIT_3F = 256'h000002FC000002FC000002FC000002FC000002FC000002FC000002FC000002FC;
parameter C_CTRL_BRAM_INIT_3E = 256'h000002FC000002FC000002FC000002FC000002FC000002FC000002FC000002FC;
parameter C_CTRL_BRAM_INIT_3D = 256'h000002FC000002FC000002FC000002FC000002FC000002FC000002FC000002FC;
parameter C_CTRL_BRAM_INIT_3C = 256'h000002FC000002FC000002FC000002FC000002FC000002FC000002FC000002FC;
parameter C_CTRL_BRAM_INIT_3B = 256'h000002FC000002FC000002FC000002FC000002FC000002FC000002FC000002FC;
parameter C_CTRL_BRAM_INIT_3A = 256'h000002FC000002FC000002FC000002FC000002FC000002FC000002FC000002FC;
parameter C_CTRL_BRAM_INIT_39 = 256'h000002FC000002FC000002FC000002FC000002FC000002FC000002FC000002FC;
parameter C_CTRL_BRAM_INIT_38 = 256'h000002FC000002FC000002FC000002FC000002FC000002FC000002FC000002FC;
parameter C_CTRL_BRAM_INIT_37 = 256'h000002FC000002FC000002FC000002FC000002FC000002FC000002FC000002FC;
parameter C_CTRL_BRAM_INIT_36 = 256'h000002FC000002FC000002FC000002FC000002FC000002FC000002FC000002FC;
parameter C_CTRL_BRAM_INIT_35 = 256'h000002FC000002FC000002FC000002FC000002FC000002FC000002FC000002FC;
parameter C_CTRL_BRAM_INIT_34 = 256'h000002FC000002FC000002FC000002FC000002FC000002FC000002FC000002FC;
parameter C_CTRL_BRAM_INIT_33 = 256'h000002FC000002FC000002FC000002FC000002FC000002FC000002FC000002FC;
parameter C_CTRL_BRAM_INIT_32 = 256'h000002FC000002FC000002FC000002FC000002FC000002FC000002FC000002FC;
parameter C_CTRL_BRAM_INIT_31 = 256'h000002FC000002FC000002FC000002FC000002FC000002FC000002FC000002FC;
parameter C_CTRL_BRAM_INIT_30 = 256'h000002FC000002FC000002FC000002FC000002FC000002FC000002FC000002FC;
parameter C_CTRL_BRAM_INIT_2F = 256'h000002FC000002FC000002FC000002FC000002FC000002FC000002FC000002FC;
parameter C_CTRL_BRAM_INIT_2E = 256'h000002FC000002FC000002FC000002FC000002FC000002FC000002FC000002FC;
parameter C_CTRL_BRAM_INIT_2D = 256'h000002FC000002FC000002FC000002FC000002FC000002FC000002FC000002FC;
parameter C_CTRL_BRAM_INIT_2C = 256'h000002FC000002FC000002FC000002FC000002FC000002FC000002FC000002FC;
parameter C_CTRL_BRAM_INIT_2B = 256'h000002FC000002FC000002FC000002FC000002FC000002FC000002FC000002FC;
parameter C_CTRL_BRAM_INIT_2A = 256'h000002FC000002FC000002FC000002FC000002FC000002FC000002FC000002FC;
parameter C_CTRL_BRAM_INIT_29 = 256'h000002FC000002FC000002FC000002FC000002FC000002FC000002FC000002FC;
parameter C_CTRL_BRAM_INIT_28 = 256'h000002FC000002FC000002FC000002FC000002FC000002FC000002FC000002FC;
parameter C_CTRL_BRAM_INIT_27 = 256'h000002FC000002FC000002FC000002FC000002FC000002FC000002FC000002FC;
parameter C_CTRL_BRAM_INIT_26 = 256'h000002FC000002FC000002FC000002FC000002FC000002FC000002FC000002FC;
parameter C_CTRL_BRAM_INIT_25 = 256'h000002FC000002FC000002FC000002FC000002FC000002FC000002FC000002FC;
parameter C_CTRL_BRAM_INIT_24 = 256'h000002FC000002FC000002FC000002FC000002FC000002FC000002FC000002FC;
parameter C_CTRL_BRAM_INIT_23 = 256'h000002FC000002FC000002FC000002FC000002FC000002FC000002FC000002FC;
parameter C_CTRL_BRAM_INIT_22 = 256'h000002FC000002FC000002FC000002FC000002FC000002FC000002FC000002FC;
parameter C_CTRL_BRAM_INIT_21 = 256'h000002FC000002FC000002FC000002FC000002FC000002FC000002FC000002FC;
parameter C_CTRL_BRAM_INIT_20 = 256'h000002FC000002FC000002FC000002FC000002FC000002FC000002FC000002FC;
parameter C_CTRL_BRAM_INIT_1F = 256'h000002FC000002FC000002FC000002FC000002FC000002FC000002FC000002FC;
parameter C_CTRL_BRAM_INIT_1E = 256'h000002FC000002FC000002FC000002FC000002FC000002FC000002FC000002FC;
parameter C_CTRL_BRAM_INIT_1D = 256'h000002FC000002FC000002FC000002FC000002FC000002FC000002FC000002FC;
parameter C_CTRL_BRAM_INIT_1C = 256'h000002FC000002FC000002FC000002FC000002FC000002FC000002FC000002FC;
parameter C_CTRL_BRAM_INIT_1B = 256'h000002FC000002FC000002FC000002FC000002FC000002FC000002FC000002FC;
parameter C_CTRL_BRAM_INIT_1A = 256'h000002FC000002FC000002FC000002FC000002FC000002FC000002FC000002FC;
parameter C_CTRL_BRAM_INIT_19 = 256'h000002FC000002FC000002FC000002FC000002FC000002FC000002FC000002FC;
parameter C_CTRL_BRAM_INIT_18 = 256'h000002FC000002FC000002FC000002FC000002FC000002FC000002FC000002FC;
parameter C_CTRL_BRAM_INIT_17 = 256'h000002FC000002FC000002FC000002FC000002FC000002FC000002FC000002FC;
parameter C_CTRL_BRAM_INIT_16 = 256'h0000001C0000001C0000001C0000001C0000001C0000001C0000001C0000001D;
parameter C_CTRL_BRAM_INIT_15 = 256'h0000001C0000001C0000001C0000001C0000001C0000001C0000001C00000010;
parameter C_CTRL_BRAM_INIT_14 = 256'h0000001C0000001C000040080000001C0000001C000040080000001C00002414;
parameter C_CTRL_BRAM_INIT_13 = 256'h0000041D000024140000041C000024140002041C000024140000141C00008018;
parameter C_CTRL_BRAM_INIT_12 = 256'h0000001E0000001E0000001E0000400A0000001E0000001F0000001E0000201E;
parameter C_CTRL_BRAM_INIT_11 = 256'h0000001E000021060000011E000021060000011E000021060002011E00002106;
parameter C_CTRL_BRAM_INIT_10 = 256'h0000111E0000801A0000001C0000001C000040080000001C000024140000041D;
parameter C_CTRL_BRAM_INIT_0F = 256'h000024140000041C000024140002041C000024140000141C000080180000001E;
parameter C_CTRL_BRAM_INIT_0E = 256'h0000001E0000001E0000400A0000001E0000001F0000001E0000201E0000001E;
parameter C_CTRL_BRAM_INIT_0D = 256'h000021060000011E000021060000011E000021060002011E000021060000111E;
parameter C_CTRL_BRAM_INIT_0C = 256'h0000801A0000001C0000001C000040080000001C000024140000041D00002414;
parameter C_CTRL_BRAM_INIT_0B = 256'h0000141C000080180000001E0000001E0000001E0000400A0000001E0000001F;
parameter C_CTRL_BRAM_INIT_0A = 256'h0000001E0000201E0000001E000021060000011E000021060000111E0000801A;
parameter C_CTRL_BRAM_INIT_09 = 256'h0000001C0000001C000040080000001C0000001C000024150000141C00008018;
parameter C_CTRL_BRAM_INIT_08 = 256'h0000001E0000001E0000001E0000400A0000001E0000001F0000001E0000201E;
parameter C_CTRL_BRAM_INIT_07 = 256'h0000001E000021060000111E0000801A0000001C0000001C000040080000001C;
parameter C_CTRL_BRAM_INIT_06 = 256'h0000001C000020150000141C000080180000001E0000001E0000001E0000400A;
parameter C_CTRL_BRAM_INIT_05 = 256'h0000001E0000001F0000001E0000001E0000001E000021060001111E0000801A;
parameter C_CTRL_BRAM_INIT_04 = 256'h0000001C0000001C000040080000001C0000001C000020150000141C00008018;
parameter C_CTRL_BRAM_INIT_03 = 256'h0000001E0000001E0000001E0000400A0000001E0000001F0000001E0000001E;
parameter C_CTRL_BRAM_INIT_02 = 256'h0000001E000021060001111E0000801A0000001C0000001C000040080000001C;
parameter C_CTRL_BRAM_INIT_01 = 256'h0000001C000020150000141C000080180000001E0000001E0000001E0000400A;
parameter C_CTRL_BRAM_INIT_00 = 256'h0000001E0000001F0000001E0000001E0000001E000021060001111E0000801A;
parameter C_CTRL_BRAM_SRVAL = 36'h0000002FC;
parameter C_CTRL_BRAM_INITP_07 = 256'h0000000000000000000000000000000000000000000000000000000000000000;
parameter C_CTRL_BRAM_INITP_06 = 256'h0000000000000000000000000000000000000000000000000000000000000000;
parameter C_CTRL_BRAM_INITP_05 = 256'h0000000000000000000000000000000000000000000000000000000000000000;
parameter C_CTRL_BRAM_INITP_04 = 256'h0000000000000000000000000000000000000000000000000000000000000000;
parameter C_CTRL_BRAM_INITP_03 = 256'h0000000000000000000000000000000000000000000000000000000000000000;
parameter C_CTRL_BRAM_INITP_02 = 256'h0000000000000000000000000000000000000000000000000000000000000000;
parameter C_CTRL_BRAM_INITP_01 = 256'h0000000000000000000000000000000000000000000000000000000000000000;
parameter C_CTRL_BRAM_INITP_00 = 256'h0000000000000000000000000000000000000000000000000000000000000000;
parameter C_CTRL_Q0_DELAY = 1;
parameter C_CTRL_Q1_DELAY = 1;
parameter C_CTRL_Q2_DELAY = 2;
parameter C_CTRL_Q3_DELAY = 2;
parameter C_CTRL_Q4_DELAY = 2;
parameter C_CTRL_Q5_DELAY = 0;
parameter C_CTRL_Q6_DELAY = 5;
parameter C_CTRL_Q7_DELAY = 0;
parameter C_CTRL_Q8_DELAY = 2;
parameter C_CTRL_Q9_DELAY = 0;
parameter C_CTRL_Q10_DELAY = 2;
parameter C_CTRL_Q11_DELAY = 0;
parameter C_CTRL_Q12_DELAY = 1;
parameter C_CTRL_Q13_DELAY = 1;
parameter C_CTRL_Q14_DELAY = 1;
parameter C_CTRL_Q15_DELAY = 1;
parameter C_CTRL_Q16_DELAY = 1;
parameter C_CTRL_Q17_DELAY = 1;
parameter C_CTRL_Q18_DELAY = 0;
parameter C_CTRL_Q19_DELAY = 0;
parameter C_CTRL_Q20_DELAY = 0;
parameter C_CTRL_Q21_DELAY = 0;
parameter C_CTRL_Q22_DELAY = 0;
parameter C_CTRL_Q23_DELAY = 0;
parameter C_CTRL_Q24_DELAY = 0;
parameter C_CTRL_Q25_DELAY = 0;
parameter C_CTRL_Q26_DELAY = 0;
parameter C_CTRL_Q27_DELAY = 0;
parameter C_CTRL_Q28_DELAY = 0;
parameter C_CTRL_Q29_DELAY = 0;
parameter C_CTRL_Q30_DELAY = 0;
parameter C_CTRL_Q31_DELAY = 0;
parameter C_CTRL_Q32_DELAY = 0;
parameter C_CTRL_Q33_DELAY = 0;
parameter C_CTRL_Q34_DELAY = 0;
parameter C_CTRL_Q35_DELAY = 0;
parameter C_CTRL_ARB_RDMODWR_DELAY = 3;
parameter C_CTRL_AP_COL_DELAY = 1;
parameter C_CTRL_AP_PI_ADDR_CE_DELAY = 0;
parameter C_CTRL_AP_PORT_SELECT_DELAY = 0;
parameter C_CTRL_AP_PIPELINE1_CE_DELAY = 0;
parameter C_CTRL_DP_LOAD_RDWDADDR_DELAY = 2;
parameter C_CTRL_DP_RDFIFO_WHICHPORT_DELAY = 12;
parameter C_CTRL_DP_SIZE_DELAY = 2;
parameter C_CTRL_DP_WRFIFO_WHICHPORT_DELAY = 4;
parameter C_CTRL_PHYIF_DUMMYREADSTART_DELAY = 5;
module RGB2YCrCb(RGB, YCrCb);
	input  [23:0] RGB;
	output [23:0] YCrCb;
	wire [7:0] R;
	wire [7:0] G;
	wire [7:0] B;
	wire [7:0] Y;
	wire [7:0] Cr;
	wire [7:0] Cb;
	assign R = RGB[23:16];
	assign G = RGB[15:8];
	assign B = RGB[7:0];
	assign YCrCb = {Y,Cr,Cb};
	wire [8:0] Y_tmp;
	assign Y_tmp = (306*R + 601*G + 117*B) >> 10;
	assign Y = (Y_tmp[8]) ? 255 : Y_tmp[7:0];
	wire signed [20:0] Cr_tmp_signed;
	wire [8:0] Cr_tmp;
	assign Cr_tmp_signed = (R - Y)*730 + 1024*128;
	assign Cr_tmp = (Cr_tmp_signed<0) ? 0 : (Cr_tmp_signed>>10);
	assign Cr = (Cr_tmp[8]) ? 255 : Cr_tmp[7:0];
	wire signed [20:0] Cb_tmp_signed;
	wire [8:0] Cb_tmp;
	assign Cb_tmp_signed = (B - Y)*578 + 1024*128;
	assign Cb_tmp = (Cb_tmp_signed<0) ? 0 : (Cb_tmp_signed>>10);
	assign Cb = (Cb_tmp[8]) ? 255 : Cb_tmp[7:0];
endmodule
==> run.sh <==
#!/bin/bash
# OpenROAD 26Q1-2900-gdf79404cd8, Yosys 0.63+post, stock flow scripts
make -C /OpenROAD-flow-scripts/flow DESIGN_CONFIG=/design/flow/config.mk WORK_HOME=/design/flow/orfs finish
==> config.mk <==
export PLATFORM = sky130hd
export DESIGN_NAME = RGB2YCrCb
export DESIGN_NICKNAME = RGB2YCrCb
export VERILOG_FILES = /design/flow/design.v
export SDC_FILE = /design/flow/constraint.sdc
export NUM_CORES = 4
export LEC_CHECK = 1
export CORE_UTILIZATION = 50
==> constraint.sdc <==
current_design RGB2YCrCb

set clk_period 24.0
set clk_io_pct 0.2

create_clock -name clk0 -period $clk_period

set non_clock_inputs [all_inputs -no_clocks]
set_input_delay [expr $clk_period * $clk_io_pct] -clock clk0 $non_clock_inputs
set_output_delay [expr $clk_period * $clk_io_pct] -clock clk0 [all_outputs]
==> changes_impl.md <==
### Physical design

- Status: completed
- Met3 WL: 246 um
- CP required: 19.20 ns
- Die H: 123 um
- Min Hold Slack: 11.38 ns
- Clk_buf instances: 0
- Global-route wire length before repair: 23800 um
- # Cells Yosys: 822
- Yosys stat area: 0.00729 mm^2
- Routed wl met2: 6540 um
- Critical Path Fanout Max: 11
- Slew headroom: 0.600
- Cts hold-fix bufs: 0
- Largest net degree at the start of global routing: 16
- Top Metal Used: met4
- FILL cells: between 1000 and 1500
- Hold Crit Depth: 5
- CP endpoint kind: output pin
- DR WL/cell: 13.2 um
- Cell variety after synth: 60
- Final setup violation count: 0
- Post-detail-place hpwl: ~13000 um
- Slew Limit Fails: 0
- WL met1: 6730 um
- DR vias/cell: 4.96
- Min-Delay Path Class: in -> out
- CP arrival: ~18 ns
- Period Utilization, post-route: 0.938
- CP Capture Point: YCrCb[14]
- Die Wd: between 100 and 150 um
- CP dominant cell by count: ha_1
- Die Size: 0.0151 mm^2
- Syn. warnings: 0
- Routed Antenna Nets: 0
- F_max: around 44 MHz
- Post-synth seq share: 0
- Synthesis-to-layout area growth: 9.53%
- DRT iter0 DRCs: 143
- Resized Gates After CTS: 0
- Syn Area/Cell: 8.86 um^2
- Remaining Overflow, GRT: 0
- Crit path time final: about 23 ns
- Postcts setup bufs: 0
- # port buffers: 48
- Crit. Startpoint: RGB[20]
- Routed vias: slightly above 5000
- Synth Instances: 822
- Startpoint Class: input pin
- Top cells excl fill/tap: inv_1, ha_1, fa_1, clkdlybuf4s50_1, xnor2_1
- Most used logic cell in the final layout: inv_1
- OpenROAD warning count: 40
- First-pass iteration count of the detailed router: 4
- Leading area contributor after synthesis: ha_1
- Slowest stage cell, crit path: clkdlybuf4s50_1
- Number of antenna diodes: 0
- Core area: 0.0140 mm^2
- Register area: 0 um^2
- Comb area: 0.00642 mm^2
- Number of global-route vias before repair: 5246
- CP Class: in -> out
- # IOs: approximately 48
- Fin worst setup slack: 1.48 ns
- RSZ-0062 raised after global routing: no
- Final TNS setup: 0 ns
- Synth top area share: 0.345
- DP Worst Slack: 1.45 ns
- Registers: 0
- Layout cells sized above 1: 0.0185
- Routed WL: 13800 um
- Initial antenna violation count: 0
- Hold violation count in the final report: 0
- Final RePlAce weighted congestion: 0.936
- GRT Resource Usage Total: 0.209
- Worst slew pin tran: 0.599 ns
- Floorplan Utilization: 0.519
- # DRC: 0
- Post-Syn Area: ~0.0073 mm^2
- Rows: about 43
- Max_cap viols: 0
- Top post-synthesis cells by area: ha_1, fa_1, inv_1
- Max incr delay on CP: 0.62 ns
==> final cells by class <==
cell class                      instances  area share
Timing Repair Buffer                   50      0.0621
Tap cell                              180      0.0282
Inverter                              225       0.106
Multi-Input combinational cell        591       0.804
==> Yosys cell counts (all sizes together), types with 4 or more instances <==
cell type	n
a21oi	33
nor2	30
nand2b	4
inv	225
a21o	16
xor2	24
nor3	12
ha	201
and2	4
o22ai	8
nand2	25
xnor2	36
or2	9
nor2b	7
o21ai	15
nand3	7
o21bai	5
a31oi	4
fa	96
clkbuf	4
o21a	11
==> logic make-up after synthesis <==
family	Yosys count	share of synthesized area
adders and majority gates	298	0.610
buffers and inverters	231	0.120
AOI/OAI and AO/OA	117	0.114
and+or+nand+nor	112	0.0774
xor gates and xnor gates	60	0.0742
muxes	3	0.00412
other	1	0.000515
==> stage by stage <==
stage                      util  cell area (um^2)  cells
after floorplan               -              7290    822
after global placement    0.568              7980   1046
after detailed placement  0.568              7980   1046
after CTS                 0.568              7980   1046
after global routing      0.568              7980   1046
final                     0.568              7980   1046
==> metal layers <==
layer / vias up / global-route usage
met5: - / 0
met4: 0 / 0.0320
met3: 9 / 0.0104
met2: 64 / 0.366
met1: 2366 / 0.299
li1: 2748 / -
==> how the worst min path moves through the flow <==
| stage | from | to | slack [ns] |
|---|---|---|---|
| 4_1_cts | RGB[15] | YCrCb[23] | 11.37 |
| 5_1_grt | RGB[15] | YCrCb[23] | 11.48 |
| 6_report | RGB[15] | YCrCb[23] | 11.38 |
==> critical path, delay by kind of cell <==
| family | cells | cell delay [ns] |
|---|---|---|
| compound gates | 20 | 4.20 |
| xor+xnor | 2 | 0.35 |
| fa+ha+maj | 16 | 5.97 |
| buf+inv | 7 | 1.45 |
| simple gates | 5 | 0.95 |
